$ cat ./run.sh
#!/bin/bash
# OpenROAD 26Q1-2900-gdf79404cd8, Yosys 0.63+post, stock flow scripts
make -C /OpenROAD-flow-scripts/flow DESIGN_CONFIG=/design/flow/config.mk WORK_HOME=/design/flow/orfs finish
$ cat ./config.mk
export PLATFORM = sky130hd
export DESIGN_NAME = prbs9
export DESIGN_NICKNAME = prbs9
export VERILOG_FILES = /design/flow/design.v
export SDC_FILE = /design/flow/constraint.sdc
export NUM_CORES = 4
export LEC_CHECK = 1
export CORE_AREA = 10 10 70 70
export DIE_AREA = 0 0 80 80
$ cat ./constraint.sdc
current_design prbs9

set clk_period 1.0
set clk_io_pct 0.2

create_clock -name clk0 -period $clk_period [get_ports {clk}]

set non_clock_inputs [all_inputs -no_clocks]
set_input_delay [expr $clk_period * $clk_io_pct] -clock clk0 $non_clock_inputs
set_output_delay [expr $clk_period * $clk_io_pct] -clock clk0 [all_outputs]
$ cat ./design.v
`timescale 1ns / 1ps
module prbs9(   enable,
                o_bit,
                rst,
                clk
    );
    output  o_bit;
    input enable;
    input   clk;
    input   rst;
    parameter SEED = 0;
    wire    reset;
    reg     [8:0]buffer;
    always@(posedge clk) begin
          if(rst) begin
             buffer <= SEED;
          end
          else begin
            if(enable)begin
                buffer <= {buffer[0]^buffer[4] , buffer[8:1]};
            end
          end
    end
    assign o_bit    = buffer[0];
endmodule
==> reports/summary.log <==
qor: layout.register_bank_with_the_most_flops buffer
qor: logic_synthesis.yosysWarningCount 1
qor: worst_setup_path.critical_path_arrival 0.74 ns
qor: layout.largest_registers buffer x9
qor: worst_setup_path.critical-path-max-stage-delay 0.32 ns
qor: drt.detail_route.iter0.violations 10
qor: layout.flow.area_growth_from_synthesis 46.97%
qor: logic_synthesis.synthArstFlopShare 0%
qor: pwr.ir_worst_vdd 0.3056 mV
qor: grt.maximum_number_of_pins_on_one_net_before_global_route_repair 11
qor: sta.report.final.hold_viol_count 0
qor: floorplanning.die_height 80 um
qor: sta.achievable-frequency 1.065 GHz
qor: floorplanning.die.size.x 80 um
qor: worst_setup_path.cp_data_required_time 0.80 ns
qor: min_path.path_category_of_the_worst_min_delay_check primary input to flip-flop
qor: worst_setup_path.cp_max_fo 2
qor: floorplanning.row_count 21
qor: logic_synthesis.yosysSeqAreaShare 54.55%
qor: sta.layout_worst_path_cycle_share 93.91%
qor: clock_tree.clock-sinks 9
qor: pwr.totalPowerFinal 685.1 uW
qor: placed_design.detailedPlace.worstSlack -0.2431 ns
qor: logic_synthesis.synthDistinctLibCells 7
qor: sta.worst_slew_pin_slew 0.3340 ns
qor: drt.wl_per_cell 6.298 um
qor: drt.detail_route.wirelength 529 um
qor: pwr.power_density 1411 mW/mm^2
qor: grt.number_of_antenna_violations_at_the_first_check_in_global_routing 0
qor: drt.detail_route.vias_per_cell 2.679
qor: clock_tree.post-cts-setup-buffers 0
qor: sta.fin_worst_hold_slack 0.4155 ns
qor: floorplanning.chip_area 0.006400 sq mm
qor: placed_design.gp_routability_congestion 0.7028
qor: min_path.hold_start enable
qor: logic_synthesis.synth-edff-count 0
qor: sta.setup_ws 0.06092 ns
qor: run_status.run_status finished clean
qor: sta.setup_viol 0
qor: floorplanning.core_area 0.003416 sq mm
qor: min_path.hold_end buffer[8]
qor: logic_synthesis.synth.area.top_cells dfxtp_1 (55%), mux2i_1 (24%), nor2_1 (10%), a211oi_2 (3.8%), buf_6 (3.4%)
qor: floorplanning.fp-utilization 9.670%
qor: logic_synthesis.common_cells dfxtp_1 (9), nor2_1 (9), mux2i_1 (8)
qor: worst_setup_path.reg2reg_path_depth 3
qor: worst_setup_path.cp-start-kind flip-flop
qor: min_path.holdPathStages 3
qor: grt.global_route.overflow_total 0
qor: logic_synthesis.synth-cells-yosys 30
qor: clock_tree.clk_pin_slew 0.06 ns
qor: worst_setup_path.path_buffers 1
qor: placed_design.place.port_buffers 3
qor: logic_synthesis.post-synth-top-area-fraction 54.55%
qor: grt.number_of_global_route_vias_before_repair 189
qor: flow_run.timing.max_cap.violations 0
qor: logic_synthesis.yosys.area.top_type dfxtp_1
qor: clock_tree.tritoncts.num_buffers 3
qor: sta.slew_violations 0
qor: pwr.power_leakage 0.1991 nW
qor: logic_synthesis.ys_dominant_reg_cell dfxtp_1
qor: logic_synthesis.yosysChipArea 330.3 sq um
qor: worst_setup_path.crit_path_top_delay_cell dfxtp_2
qor: worst_setup_path.critPathKind flip-flop to output port
qor: logic_synthesis.ys.flops 9
qor: drt.drt_pass1_iterations 3
qor: clock_tree.cts_tree built
qor: worst_setup_path.rr_endpoint buffer[8]
qor: grt.global_route_wire_length_before_repair 765 um
qor: clock_tree.clock_insertion_delay_worst_skew 0.26 ns
qor: placed_design.post-dp-hpwl 356.3 um
qor: grt.gr-usage-all-layers 1.511%
qor: worst_setup_path.timing.critical_path.cells clkdlybuf4s15_1
qor: worst_setup_path.critical_path.endpoint_type output port
qor: layout.final_layout_size_suffix_gt1_share 21.05%
qor: sta.final.setup_skew 0.007523 ns
qor: logic_synthesis.postSynthCellCount 30
qor: layout.largest_register_ffs 9
qor: sta.rsz0062_at_grt false
qor: drt.dr_total_vias 225
qor: logic_synthesis.avgSynthCellArea 11.01 sq um
qor: clock_tree.cts_max_level 1
qor: worst_setup_path.r2r_startpoint buffer[0]
qor: clock_tree.clock_tree_root_buffer_cell clkbuf_4
qor: sta.post-route-min-period 0.9391 ns
qor: worst_setup_path.critPathTopFamily flip-flops
qor: sta.timing.slew.headroom 77.66%
qor: drt.number_of_antenna_diodes 0
qor: floorplanning.total_i_o_pin_count 4
qor: drt.ant_nets 0
qor: worst_setup_path.worst_r2r_setup_slack 0.17 ns
qor: flow_run.log.warning_count 25
qor: drt.detail_route.drc_violations 0
qor: logic_synthesis.syn-cell-area 330.3 sq um
qor: clock_tree.clock_path_buffers 2
-- per-layer routing --
metal  GRT usage [%]  part of all wire [%]  vias to the layer above
met5               0                     0                        -
met1           1.813                    46                       99
met2           1.766                    40                        7
met4          0.7042                   3.6                        0
li1                -                     -                      117
met3           1.364                    10                        2
-- worst max-delay path by stage --
stage,from,to,slack (ns),cells after the start
CTS,enable,buffer[7],0.03,4
global route,buffer[0],o_bit,0.03,1
finish,buffer[0],o_bit,0.06,1
-- repair_timing --
action / in CTS / in global routing
hold buffers: 0 / 0
cloned: 0 / 1
setup endpoints to repair: 1 / 2
hold endpoints to repair: 0 / 0
gates resized: 3 / 1
-- kinds of logic (layout without fill, tap and decap cells) --
logic type                Yosys count  count (layout)  synth area share (%)
DFF                                 9               9                 54.54
and+or+nand+nor                     9               9                 10.23
muxes                               8               8                 24.24
buffers and inverters               2              10                 4.544
AOI/OAI and AO/OA                   1               1                 3.787
xor gates and xnor gates            1               1                 2.652
-- area by class of cell --
| cell class | count | area, sq um |
|---|---|---|
| Tap cell | 46 | 57.56 |
| Clock buffer | 4 | 26.28 |
| Timing Repair Buffer | 6 | 85.08 |
| Sequential cell | 9 | 181.4 |
| Fill cell | 382 | 2930 |
| Multi-Input combinational cell | 19 | 135.1 |
-- power by group --
part	total [mW]	switching, mW	internal (mW)
Sequential	0.365	0.00215	0.363
Combinational	0.0530	0.0209	0.0321
Clock	0.267	0.114	0.153
-- cell usage in the layout (no fill, tap or decap) --
cell             n
nor2_1           9
mux2i_1          8
dfxtp_1          8
clkbuf_4         3
xnor2_1          1
a211oi_2         1
dfxtp_2          1
clkbuf_1         1
clkbuf_16        1
dlymetal6s2s_1   1
clkdlybuf4s50_1  1
clkdlybuf4s15_1  1
buf_4            1
buf_12           1
-- through the flow --
stage               util, %  instance area [sq um]  setup TNS, ns  std cells
floorplan                 -                  330.3              0         30
global placement      12.60                  430.4         -1.939         79
detailed placement    12.60                  430.4         -1.941         79
CTS                   13.41                  457.9              0         83
global route          14.21                  485.5              0         84
finish                14.21                  485.5              0         84
Power is estimated from default activity; no workload was simulated.
