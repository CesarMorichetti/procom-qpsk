==> /design/flow/design.v <==
`timescale 1ns / 1ps
module rx(
          clk,
          rst,
          enable,
          i_rx,
          i_sw,
          o_rx
);
    input clk;
    input rst;
    input enable;
    input signed [7:0] i_rx;
    input [1:0] i_sw;
    output reg o_rx;
    localparam COEF = {8'h0, 8'hfe, 8'hff, 8'h0, 8'h2, 8'h0, 8'hfb, 8'hf5,
                           8'hf9, 8'ha, 8'h25, 8'h3e, 8'h48, 8'h3e, 8'h25, 8'ha, 
                           8'hf9, 8'hf5,8'hfb, 8'h0, 8'h2, 8'h0, 8'hff, 8'hfe};
    wire      reset;
    reg signed [7:0] coef [23:0];
    reg signed [13:0] mult [23:0]; 
    reg signed [18:0] suma [23:0];  
    reg [1:0] down_counter;
    integer i;
    initial begin
      for (i=0; i<24; i=i+1)begin
        coef[i] <= COEF[191-(i*8) -:8];
       end
    end
    always@(posedge clk)begin
        if(rst)begin
            for(i=0; i<24; i=i+1) begin
                suma[i] <= {18{1'b0}};
            end
            for(i=0; i<24; i=i+1) begin
                mult[i] <= {18{1'b0}};
            end
            o_rx <= 0;
            down_counter <= 0;
        end
        else begin
            if(enable) begin
                if (down_counter == 3)begin 
                    down_counter <= 0;
                end
                else begin
                    down_counter <= down_counter+1;
                end
                for (i=0; i<24; i=i+1)begin
                    mult[i] = coef[i]*i_rx;
                end
                suma[0] <= mult[23];
                for (i=1; i<24; i=i+1)begin
                    suma[i] <= mult[23-i] + suma[i-1]; 
                end
                if (down_counter == i_sw)begin
                    o_rx = ~suma[23][17];
                end
            end
            else begin
                down_counter <= down_counter;
                o_rx <= o_rx;
                for (i=0; i<24; i=i+1) begin
                    mult[i] <= mult[i];
                    suma[i] <= suma[i];
                end
            end
        end
    end 
endmodule
==> /design/flow/run.sh <==
#!/bin/bash
# OpenROAD 26Q1-2900-gdf79404cd8, Yosys 0.63+post, stock flow scripts
make -C /OpenROAD-flow-scripts/flow DESIGN_CONFIG=/design/flow/config.mk WORK_HOME=/design/flow/orfs finish
==> /design/flow/config.mk <==
export PLATFORM = sky130hd
export DESIGN_NAME = rx
export DESIGN_NICKNAME = rx
export VERILOG_FILES = /design/flow/design.v
export SDC_FILE = /design/flow/constraint.sdc
export NUM_CORES = 4
export LEC_CHECK = 1
export CORE_UTILIZATION = 40
==> /design/flow/constraint.sdc <==
current_design rx

set clk_period 25.9
set clk_io_pct 0.2

create_clock -name clk0 -period $clk_period [get_ports {clk}]

set non_clock_inputs [all_inputs -no_clocks]
set_input_delay [expr $clk_period * $clk_io_pct] -clock clk0 $non_clock_inputs
set_output_delay [expr $clk_period * $clk_io_pct] -clock clk0 [all_outputs]
==> out/metrics.yaml <==
synthesis:
  synth-cells-yosys: 3634
  yosys_area_sq_mm: 0.0315
  synth-edff-count: 0
  synth_warnings: 3
  synthFlopType: "dfxtp_1"
  synth-seq-cells: 388
  syn_avg_cell_area_sq_um: 8.68
  syn_inst: 3634
  syn-cell-area_sq_mm: 0.0315
  synth_seq_share: 0.246
  synth_cell_type_count: 84
  async_reset_ff_frac: 0
critical_path:
  cp.arrival_ps: 12560
  ff2ff_path_depth: 10
  cp.required_ps: 26400
  crit_fanout: 13
  worstReg2RegStart: "suma[9][1]"
  startpoint: "i_rx[3]"
  critPathKind: "primary input to flop"
  endpoint: "suma[17][17]"
  r2r_slack_ps: 22830
  start_kind: "primary input"
  rr_endpoint: "suma[10][17]"
  crit_path_end_kind: "flop"
timing:
  finalHoldViolations: 0
  setup_tns_ps: 0
  period_used_share: 0.466
  min_period_ps: 12060
  setup_viol: 0
  relSlewSlack: 0.416
  setup_slack_ps: 13840
  fin_skew_ps: 27.7
  slew_viol_final: 0
  rsz0062_at_grt: "false"
  whs_ps: 451
  fmax_mhz: 82.9
  worst_pin_slew_ps: 864
finish:
  final.fill_count: 7563
  most-common-layout-cells: "ha_1 (456), nor2_1 (430), dfxtp_1 (388)"
  area_growth_pct: 9.26
  drive_gt1_frac: 0.0415
  final_common_cell: "ha_1"
detailed_routing:
  vias_per_cell: 5.33
  antennaDiodeCount: 0
  first_pass_iters: 5
  wl_per_cell_microns: 18.3
  drc: 0
  via_count: 25100
  drt-total-wl_microns: 86100
  drtIter0Drc: 1305
  drtAntennaViolNets: 0
outcome:
  status: "finished clean"
cts:
  cts_made_buffers: 48
  clockRootBuffer: "clkbuf_16"
  htreeDepth: 2
  clock_path_buffers: 3
  clk_pin_slew_ps: 60
  ctsResizeCount: 0
  cts_tree: "yes"
  clock-sinks: 388
  clk_latency_ps: 610
  cts_hold_buf: 0
  post-cts-setup-buffers: 0
place:
  io_buffers: 13
  routabilityCongestion: 0.972
  pre_cts_ws_ps: 13290
  hpwl_microns: 65900
floorplan:
  die_x_microns: 283
  fp_util: 0.406
  coreArea_sq_mm: 0.0777
  dieArea_sq_mm: 0.0800
  boundaryPins: 14
  die_y_microns: 283
  row_count: 102
grt:
  grt_pass1_vias: 23600
  grtUsageTotal: 0.226
  grt_pass1_wl_microns: 135000
  grt_max_degree: 114
  grt_overflow: 0
  antenna_found_initial: 0
job:
  warning_count: 39
  max-cap-violations: 0
hold_path:
  hp-class: "flop to flop"
==> stage by stage <==
step	cell area, sq um	util	cells
6_report	34500	0.443	4704
5_1_grt	34500	0.443	4704
4_1_cts	34500	0.443	4704
3_5_place_dp	32800	0.423	4618
3_3_place_gp	32800	0.423	4618
2_1_floorplan	31500	-	3634
==> sequential cells by signal, summed over array words and instances, names as in the netlist <==
signal        count
down_counter      2
o_rx              1
suma            385
==> synthesized netlist by cell type (10+ instances only) <==
cell type	count	share of area
nand3_1	35	0.0056
nand2_1	164	0.020
buf_2	23	0.0036
fa_1	99	0.063
nor2b_1	52	0.010
o21bai_1	41	0.0098
o21a_1	39	0.0093
a21boi_0	11	0.0026
o22ai_1	13	0.0026
o21ai_1	11	0.0017
or3_1	10	0.0020
ha_1	456	0.18
and2_1	10	0.0020
nand4_1	19	0.0038
dfxtp_1	388	0.25
and3_1	21	0.0042
nand2b_1	49	0.0097
a21o_1	117	0.028
nor3_1	63	0.010
a211oi_1	80	0.019
o21ai_0	198	0.031
xnor2_1	177	0.049
o211ai_1	16	0.0038
o31ai_1	15	0.0036
xor2_1	105	0.029
nor2_1	432	0.051
a31oi_1	16	0.0032
clkbuf_1	74	0.0088
a21oi_1	254	0.040
inv_1	278	0.033
mux2i_1	212	0.067
==> cell type report <==
type | count | area (sq um) | share of cell area
multi-input combinational | 2863 | 22300 | 0.648
tap | 1040 | 1300 | 0.0378
inverter | 279 | 1050 | 0.0304
timing repair buffer | 48 | 410 | 0.0119
sequential | 388 | 7770 | 0.225
clock buffer | 66 | 1370 | 0.0398
clock inverter | 20 | 244 | 0.00708
==> layer usage <==
metal,global-route usage,share of wire
met2,0.334,0.42
met3,0.0601,0.068
met1,0.342,0.49
met4,0.0324,0.017
met5,0,0
==> logic make-up (layout without fill, tap and decap cells) <==
kind of cell    after synthesis  in the layout  share of synthesized area
simple gates                896            896                      0.128
buf+inv                     383            413                     0.0466
fa+ha+maj                   559            559                      0.245
flops                       388            388                      0.246
xor+xnor                    283            283                     0.0790
compound gates              912            912                      0.187
mux                         213            213                     0.0676
==> critical path, cell delays in order <==
cell,delay [ps]
clkdlybuf4s50_1,860
inv_1,200
fa_1,570
fa_1,960
inv_1,330
fa_1,550
fa_1,550
ha_1,500
inv_1,140
and3_1,200
a2111oi_2,310
o311ai_2,170
buf_4,220
ha_1,360
a21o_1,200
a21o_1,180
a21oi_1,280
o21bai_1,100
a41oi_1,220
xnor2_1,160
xnor2_1,80
a211oi_1,200
==> how the worst min path moves through the flow <==
stage | startpoint | to | slack, ps | cells after the start
global route | suma[10][16] | suma[10][16] | 470 | 2
finish | suma[10][16] | suma[10][16] | 450 | 2
CTS | suma[10][16] | suma[10][16] | 450 | 2
