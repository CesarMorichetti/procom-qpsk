<file path="config.mk">
export PLATFORM = sky130hd
export DESIGN_NAME = ber
export DESIGN_NICKNAME = ber
export VERILOG_FILES = /design/flow/design.v
export SDC_FILE = /design/flow/constraint.sdc
export NUM_CORES = 4
export LEC_CHECK = 1
export CORE_UTILIZATION = 30
</file>
<file path="constraint.sdc">
current_design ber

set clk_period 20.9
set clk_io_pct 0.2

create_clock -name clk0 -period $clk_period [get_ports {clk}]

set non_clock_inputs [all_inputs -no_clocks]
set_input_delay [expr $clk_period * $clk_io_pct] -clock clk0 $non_clock_inputs
set_output_delay [expr $clk_period * $clk_io_pct] -clock clk0 [all_outputs]
</file>
<file path="design.v">
`timescale 1ns / 1ps
module ber( clk,
            rst,
            enable,
            i_prbs,
            i_rx,
            o_err
);
input   clk;
input   rst;
input   enable;
input   i_prbs;
input   i_rx;
output  o_err;
reg [511:0] buffer_in;
reg o_error;
reg [8:0] count;
reg [31:0]error;
reg [8:0] ber_shift;
assign o_err = o_error;
always@(posedge clk)
begin
    if(rst)begin
        buffer_in <= 0;
        o_error <= 0;
        count <= 0;
        error <= 0;
        ber_shift <= 0;  
    end
    else begin
        if (enable) begin
            buffer_in <= {i_rx, buffer_in[511:1]};
            error <= error + (buffer_in[511-ber_shift] ^ i_prbs);
            count <= count + 1;
            if (count == 511-ber_shift)begin
                if (error == 0) begin
                    o_error <= 1;
                end
                else begin
                    ber_shift <= ber_shift + 1;
                    error <= 0;
                    o_error <= 0;
                end
            end
        end
    end
end
endmodule
</file>
<file path="run.sh">
#!/bin/bash
# OpenROAD 26Q1-2900-gdf79404cd8, Yosys 0.63+post, stock flow scripts
make -C /OpenROAD-flow-scripts/flow DESIGN_CONFIG=/design/flow/config.mk WORK_HOME=/design/flow/orfs finish
</file>
==> reports/metrics.yaml <==
status:
  outcome: "completed"
yosys:
  netlist_area_mm2: 0.0245
  yosys.area.top_type: "dfxtp_1"
  top_cell_area_share: 0.460
  synth.distinct_cells: 59
  syn-mean-instance-area_um2: 10.8
  yosysMostFrequentCell: "nor2_1"
  ys_cells: 2266
  synth-main-ff-cell: "dfxtp_1"
  synth-edff-count: 0
  ys_top_cells_by_area: "dfxtp_1 (46%), mux2i_1 (23%), mux4_2 (9.3%)"
  ys_warn_count: 1
  netlist_instances: 2266
  async_reset_ff_frac: 0
  synth-seq-cells: 563
  top_cells_by_count: "nor2_1 (571), dfxtp_1 (563), mux2i_1 (555)"
  ys_seq_frac: 0.460
  yosys-stat-area_mm2: 0.0245
timing:
  skew_ps: 28.8
  finalSetupTns_ps: 0
  fin_crit_ps: 6830
  worst-slew-pin-transition_ps: 964
  setup_violations: 0
  rsz0062_at_grt: "no"
  slew_violations: 0
  relSlewSlack: 0.356
  fmax_mhz: 146
  final.period_utilization: 0.327
  finalHoldViolCount: 0
route:
  vias: 16000
  diodes: 0
  drt_iter0_markers: 998
  first_pass_iters: 21
  wl_per_cell_um: 15.3
  viasPerCell: 4.85
  totalWireLength_mm: 50.3
  route.detailed.drc: 0
  ant_nets: 0
clocking:
  cts_sinks: 563
  postCtsSetupRepairBufs: 0
  clkLatencyLatePin_ps: 620
  clk_pin_slew_ps: 60
  cts_max_path_buffers: 3
  cts_hold_buf: 0
  root_buffer: "clkbuf_16"
  cts_buffers: 59
  h-tree-depth: 2
  cts_resized: 0
  cts_tree: "built"
power:
  p_comb_frac: 0.032
  leakagePower_nw: 10.8
  seqPwrFrac: 0.493
  peakVddDrop_uv: 67.5
  p_int_mw: 1.72
  p_sw_frac: 0.213
  powerDensity_mw_per_mm2: 80.1
  p_switching_mw: 0.465
  power_frac_clock: 0.475
placement:
  numPortBuffers: 5
  gp_congestion: 0.842
  hpwl_mm: 29.6
  dp_cells: 3188
worst_setup_path:
  crit_path_cell_trace: "buf_8, buf_12, buf_4, buf_4, mux2i_1, nor2_1"
  path_max_fanout: 100
  cp.arrival_ps: 7290
  r2r_setup_slack_ps: 14990
  worst_path_largest_cell_delay_ps: 800
  critical_path_class: "primary input to register"
  worst-path-buf-inv: 4
  required_ps: 21360
  worst_path_dominant_cell_family: "buffers and inverters"
  cp_common_cell: "buf_4"
  setup.worst_path.end_class: "register"
  start_kind: "primary input"
  critPathSlowestCell: "buf_4"
layout:
  combGateArea_mm2: 0.0124
  fin_cells: 3294
  drive_gt1_frac: 0.103
  final_util: 0.338
  area_growth_pct: 11.1
  regArea_mm2: 0.0113
  fillers: 7696
job:
  warnings: 31
  max_cap_viol_count: 0
global_routing:
  grt_pass1_vias: 15200
  grt_max_degree: 170
  grt-ovfl-total: 0
  antenna_found_initial: 0
  track_usage: 0.124
  grt_pass1_wl_mm: 82.4
floorplan:
  fp.dieW_um: 288
  core_mm2: 0.0807
  initCoreUtil: 0.304
  die_area_mm2: 0.0828
  rows: 104
  ios: 6
  die_y_um: 288
hold_path:
  hp-class: "register to register"
worst paths after layout:
| kind | start | to | depth (start not counted) |
|---|---|---|---|
| worst max register to register | ber_shift[1] | error[26] | 17 |
| worst max-delay path | enable | buffer_in[68] | 6 |
| worst min register to register | buffer_in[0] | buffer_in[0] | 2 |
| worst min-delay path | buffer_in[0] | buffer_in[0] | 2 |
power groups by stage:
stage / combinational [mW] / clock, mW / sequential, mW
5_1_grt: 0.0733 / 1.11 / 1.07
6_report: 0.0687 / 1.04 / 1.07
4_1_cts: 0.0693 / 1.06 / 1.07
state kept, by name (all words and copies together) (netlist names):
name       cells
buffer_in    512
ber_shift      9
count          9
error         32
o_error        1
final cells by class:
class,count,share of cell area
clock buffer,100,0.0676
inverter,5,0.000689
multi-input combinational,1526,0.454
sequential,563,0.414
timing repair buffer,34,0.0116
tap,1060,0.0487
clock inverter,6,0.00331
kinds of logic after synthesis:
group / Yosys count / share of synthesized area
xor gates and xnor gates: 52 / 0.0186
muxes: 675 / 0.338
AOI/OAI and AO/OA: 98 / 0.0314
buffers and inverters: 177 / 0.0355
DFF: 563 / 0.460
and+or+nand+nor: 697 / 0.115
adders and majority gates: 4 / 0.00204
worst reg2reg max path, delay by kind of cell (launching register included):
family | cells | cell delay [ps]
AND-OR/OR-AND | 5 | 1670
XOR/XNOR | 2 | 310
adder cells (fa/ha/maj) | 2 | 400
buffers and inverters | 1 | 660
flip-flops | 1 | 820
multiplexers | 1 | 440
AND/OR/NAND/NOR | 6 | 1480
metrics by stage:
step | hold WS (ps) | instance area (um^2) | worst slack, ps | total power, mW
3_5_place_dp | 487 | 25300 | 13440 | 1.17
3_3_place_gp | 473 | 25300 | 13550 | 1.17
5_1_grt | 518 | 27200 | 13870 | 2.25
2_1_floorplan | 416 | 24500 | 14780 | 1.16
4_1_cts | 496 | 27200 | 14110 | 2.21
6_report | 499 | 27200 | 14070 | 2.18
layout by cell type, fill, tap and decap left out, drive strengths merged, types with 4 or more instances in the layout:
cell type,n
o22ai,6
a22o,8
a211oi,10
nand2,42
inv,7
dfxtp,563
mux2i,555
or3,4
xor2,39
mux4,116
nand3,22
mux2,4
xnor2,13
a22oi,15
ha,4
and3,10
o221ai,11
nor2b,7
a2111oi,5
nor2,571
buf,31
a21oi,14
a211o,6
o21ai,7
nand4,13
nor3,5
clkbuf,100
nor4,8
routing by layer:
layer | GRT usage | wire (um) | vias to the layer above
met3 | 0.0239 | 2310 | 76
li1 | - | - | 7850
met4 | 0.0276 | 1240 | 0
met2 | 0.186 | 22200 | 246
met5 | 0 | 0 | -
met1 | 0.191 | 24600 | 7809
Power and IR drop assume default switching activity.
